==> ./design.v <==
`timescale 1ns/1ns
module  Asyn_Fifo #(
parameter   L=3,         
parameter   DW=4         
)
(
  input                   w_clk,
  input                   w_clr,
  input       [DW-1:0]    w_data,
  input                   w_we,
  output reg              w_full,
  output reg              w_afull,
  input                   r_clr,
  input                   r_clk,
  output reg  [DW-1:0]    r_data,
  input                   r_re,
  output reg              r_empty,
  output reg              r_aempty
);
integer     i,j;
wire  clr=r_clr&w_clr;
reg   [L:0]   wptr;
reg   [L:0]   rptr;
wire  [L:0]   wptr_gw=(wptr>>1) ^ wptr;
wire  [L:0]   rptr_gr=(rptr>>1) ^ rptr;
reg   [L:0]   wptr_gr;
reg   [L:0]   rptr_gw;
reg   [L:0]   wptr_r;
reg   [L:0]   rptr_w;
wire  [L:0]   wptr_nx=wptr+1'h1;
wire  [L:0]   wptr_nnx=wptr+2'h2;
wire  [L:0]   rptr_nx=rptr+1'h1;
always@(*)
  for(i=0;i<=L;i=i+1)
    wptr_r[i]=^(wptr_gr>>i); 
always@(*)
  for(j=0;j<=L;j=j+1)
    rptr_w[j]=^(rptr_gw>>j); 
reg  [L:0]  wptr_gw_Q;
always@(posedge w_clk or negedge clr)
if(!clr)              wptr_gw_Q<={{L+1}{1'b0}};
else                  wptr_gw_Q<=wptr_gw;
reg   [L:0]   wptr_gr1;
always@(posedge r_clk or negedge clr)
if(!clr)              wptr_gr1<={{L+1}{1'b0}};
else                  wptr_gr1<=wptr_gw_Q;
always@(posedge r_clk or negedge clr)
if(!clr)              wptr_gr<={{L+1}{1'b0}};
else                  wptr_gr<=wptr_gr1;
reg   [L:0]   rptr_gr_Q;
always@(posedge r_clk or negedge clr)
if(!clr)              rptr_gr_Q<={{L+1}{1'b0}};
else                  rptr_gr_Q<=rptr_gr;
reg   [L:0]   rptr_gw1;
always@(posedge w_clk or negedge clr)
if(!clr)              rptr_gw1<={{L+1}{1'b0}};
else                  rptr_gw1<=rptr_gr_Q;
always@(posedge w_clk or negedge clr)
if(!clr)              rptr_gw<={{L+1}{1'b0}};
else                  rptr_gw<=rptr_gw1;
wire  aafull =!(|(wptr_nnx[L-1:0]^rptr_w[L-1:0]))&(rptr_w[L]^wptr_nnx[L]);
wire  afull =!(|(wptr_nx[L-1:0]^rptr_w[L-1:0]))&(rptr_w[L]^wptr_nx[L]);
wire  full  =!(|(wptr[L-1:0]^rptr_w[L-1:0]))&(rptr_w[L]^wptr[L]);
always@(posedge w_clk or negedge clr)
if(!clr)              w_full<=1'b0;
else if(afull & w_we ) 
                      w_full<=1'b1;
else if(!full)        w_full<=1'b0;
always@(posedge w_clk or negedge clr)
if(!clr)              w_afull<=1'b0;
else if(aafull & w_we ) 
                      w_afull<=1'b1;
else if(!full&!afull)
                      w_afull<=1'b0;
always@(posedge w_clk or negedge clr)
if(!clr)              wptr<={{L+1}{1'b0}};
else if(w_we &!full)  wptr<=wptr_nx;
wire    [DW-1:0]      Ram_data;
wire                  Ram_rd;
wire                  Load;
wire                  Ram_empty;
Dul_Ram  #(  
      .L        (   L           ),
      .DW       (   DW          )
)
Dul_Ram (
      .ac       (   w_clk       ),
      .aa       (   wptr[L-1:0] ),
      .ad       (   w_data      ),
      .aw       (   w_we&!full  ),
      .bc       (   r_clk       ),
      .ba       (   rptr[L-1:0] ),
      .bd       (   Ram_data    ),
      .br       (   Ram_rd      )
);
always@(posedge r_clk or negedge clr)
if(!clr)              rptr<={{L+1}{1'b0}};
else if(Ram_rd)       rptr<=rptr_nx;
assign Ram_empty  = 
                  !(|(wptr_r^rptr));
reg  [3:0]   ST,nST;
parameter     IDLE=2'h0,FRST=2'h1,ONLO=2'h2,HVTW=2'h3;
always@(posedge r_clk or negedge clr)
if(!clr)              ST<=4'b0001;
else                  ST<=nST;
always@(*)
  begin
    nST=4'b000;
    case(1'b1)
      ST[IDLE]:
            if(!Ram_empty)  nST[FRST]=1'b1;
            else            nST[IDLE]=1'b1;            
      ST[FRST]:
            if( Ram_empty)  nST[ONLO]=1'b1;
            else            nST[HVTW]=1'b1;            
      ST[ONLO]:
            if( Ram_empty & r_re )
                            nST[IDLE]=1'b1;
            else if(!Ram_empty & r_re)
                            nST[FRST]=1'b1;
            else if(!Ram_empty &!r_re)
                            nST[HVTW]=1'b1;
            else            nST[ONLO]=1'b1;            
      ST[HVTW]:
            if( Ram_empty & r_re)  
                            nST[ONLO]=1'b1;
            else            nST[HVTW]=1'b1;
    default:                nST[IDLE]=1'b1;
    endcase
  end
assign   Ram_rd  =(ST[IDLE] |ST[FRST] |
                   ST[ONLO] |ST[HVTW]&r_re) &
                  !Ram_empty;
assign  Load=ST[FRST] | ST[HVTW]&r_re;
always@(posedge r_clk or negedge clr)
if(!clr)                r_data<=6'h0;
else if(Load)           r_data<=Ram_data;
always@(posedge r_clk or negedge clr)
if(!clr)              r_empty<=1'b1;
else if(Load)         r_empty<=1'b0;
else if(ST[ONLO] & r_re)
                      r_empty<=1'b1;
always@(posedge r_clk or negedge clr)
if(!clr)              r_aempty<=1'b1;
else if(ST[ONLO] &!Ram_empty &!r_re |
        ST[FRST] &!Ram_empty &!r_re )r_aempty<=1'b0;
else if(ST[HVTW] & Ram_empty & r_re )r_aempty<=1'b1;
endmodule  
`timescale 1ns/1ns
module Dul_Ram  #(
parameter   L=8,
parameter   DW=6
)
(
  input                     ac,
  input       [L-1:0]         aa,
  input       [DW-1:0]      ad,
  input                     aw,
  input                     bc,
  input       [L-1:0]         ba,
  output reg  [DW-1:0]      bd,
  input                     br
);
reg   [DW-1:0] Ram[(1<<L)-1:0] ;
always@(posedge ac)
if(aw)  Ram[aa]<=ad;
always@(posedge bc)
if(br)  bd<=Ram[ba];
endmodule
==> ./run.sh <==
#!/bin/bash
# OpenROAD 26Q1-2900-gdf79404cd8, Yosys 0.63+post, stock flow scripts
make -C /OpenROAD-flow-scripts/flow DESIGN_CONFIG=/design/flow/config.mk WORK_HOME=/design/flow/orfs finish
==> ./config.mk <==
export PLATFORM = sky130hd
export DESIGN_NAME = Asyn_Fifo
export DESIGN_NICKNAME = Asyn_Fifo
export VERILOG_FILES = /design/flow/design.v
export SDC_FILE = /design/flow/constraint.sdc
export NUM_CORES = 4
export LEC_CHECK = 1
export CORE_UTILIZATION = 50
==> ./constraint.sdc <==
current_design Asyn_Fifo

set clk_period 3.7
set clk_io_pct 0.2

create_clock -name clk0 -period $clk_period [get_ports {r_clk}]
create_clock -name clk1 -period $clk_period [get_ports {w_clk}]

set non_clock_inputs [all_inputs -no_clocks]
set_input_delay [expr $clk_period * $clk_io_pct] -clock clk0 $non_clock_inputs
set_output_delay [expr $clk_period * $clk_io_pct] -clock clk0 [all_outputs]
==> results.txt <==
status - finished clean
Seq pwr share - 46.9%
vias in the first global route - 1677
Worst Setup End Kind - register
Pwr Total - 0.00330 W
Vias - 1639
cell count after placement - 291
clock share of power - 19.0%
number of antenna cells inserted - 0
hold depth - 0
Static Leak - 1.50 nW
Critical Path Start Type - primary input
setup ws final - 1.47 ns
DR iter-0 viols - 54
relative slew slack - 55.7%
register area share after synthesis - 67.6%
Worst Tran Pin Value - 0.665 ns
Post-synth regs - 80
Crit-path slowest cell - clkdlybuf4s50_1
Pint - 0.00222 W
Reg-to-Reg End - Dul_Ram.Ram[3][1]
Worst VDD drop - 558 uV
Syn Area/Cell - 15.8 um2
CP Cell Sequence - clkdlybuf4s50_1, a21o_1, or3_1, nor2b_4, mux2_4
dominant cell type by area after synthesis - edfxtp_1
Post-CTS Setup Bufs - 0
Area growth, synth to finish - 13.3%
ys cells - 205
synth top area cells - edfxtp_1, dfrtp_1, mux4_2
unrepaired setup endpoints after global routing - no
total grt overflow - 0
initial antenna violation count - 0
Max-area cell share - 33.4%
Setup TNS - 0 ns
Post-CTS Hold Fix Bufs - 0
Final Skew - 0.00815 ns
Async SR Flop Fraction - 55.0%
DR DRC count - 0
Row Count - 28
total clock sinks - 80
leading cell type by number of instances after synthesis - dfrtp_1
Worst R2R Setup Slack - 1.48 ns
I/O Pins - 18
vias per inst - 5.34
tool warnings - 29
post-route ant nets - 0
Post-Layout Cell Count - 307
DP Worst Slack - 1.21 ns
max incr delay on CP - 0.50 ns
Die H - 82.4 um
WL final - 4980 um
Worst Hold Class - reg2reg
crit path DAT - 2.39 ns
Hold Vio Cnt, Final - 0
TritonCTS clock tree - built
GRT Total Usage - 18.1%
Yosys cell types - 42
pwr dens - 900 nW/um2
Mapped Cells - 205
min-delay src - rptr_gr_Q[0]
sw power - 0.00108 W
Core ar. - 6100 um2
Yosys chip area - 3240 um2
part of the power in combinational logic - 34.1%
net switching share of the total power - 32.7%
Final HPWL DP - 3480 um
Die W - 82.4 um
Worst R2R Start - rptr_gw[3]
share of cells above drive strength 1 - 17.7%
RePlAce Congestion - 0.843
Reg2Reg Depth - 5
clock slew at reported path FFs - 0.09 ns
Pre-Place Util - 53.1%
final setup violation count - 0
PortBufs - 16
Worst Hold End - rptr_gw1[0]
Required @ worst endpoint - 3.86 ns
WL/cell - 16.2 um
top_reg_cell synth - dfrtp_1
drt pass-1 iters - 6
synth warn - 2
Worst Path Max Fanout - 7
Post-synth EDFFs - 36
Core Util, Final - 60.2%
max_cap viols - 0
largest net degree at the start of global routing - 30
Slew Viols, Final - 0
Commonest cells post-synth - dfrtp_1, edfxtp_1, nand2_1
Post-Syn Area - 3240 um2
first-pass GRT wire length - 8220 um
Resize count post-CTS - 0
chip footprint - 6800 um2
Worst Path Class, Setup - in2reg
[layer usage]
layer	wire length [um]	GRT usage (%)	vias up
met5	0	0	-
met4	110	3.16	0
met3	268	5.57	12
met2	2230	25.5	47
met1	2370	31.5	798
li1	-	-	782
[power groups by stage]
stage / combinational [W] / clock [W] / sequential, W
finish: 0.00112 / 0.000629 / 0.00155
global route: 0.00125 / 0.000684 / 0.00160
CTS: 0.00113 / 0.000647 / 0.00156
[area by class of cell]
type | count | area (um2)
multi-input cells | 115 | 1010
well taps | 75 | 93.8
flip-flops and latches | 80 | 2190
fillers | 449 | 2430
clock inverters | 5 | 57.6
repair buffers | 17 | 168
clock buffers | 11 | 141
inverters | 4 | 15.0
[kinds of logic after synthesis]
logic type / Yosys count / synth area share [%]
AND-OR/OR-AND: 16 / 4.41
AND/OR/NAND/NOR: 55 / 8.70
multiplexers: 15 / 8.08
adder cells (fa/ha/maj): 7 / 2.71
flip-flops: 80 / 67.6
XOR/XNOR: 22 / 7.15
buffers and inverters: 10 / 1.39
[per-stage QoR]
stage          instance area [um2]  hold WS (ns)
2_1_floorplan                 3240         0.331
3_3_place_gp                  3470         0.334
3_5_place_dp                  3470         0.336
4_1_cts                       3670         0.315
5_1_grt                       3670         0.320
6_report                      3670         0.319
[cells in the final DEF (no fill, tap or decap), types with 2 or more instances in the layout]
master	synthesis	routed
and2_1	6	5
edfxtp_1	36	36
mux2_2	5	5
nor2b_1	3	3
nor2_1	9	9
o21ai_0	4	4
nand3_1	4	4
inv_1	4	4
nand2_1	18	18
xnor2_1	9	9
and3_1	5	5
clkdlybuf4s50_1	0	16
xor2_1	10	10
dfstp_2	3	3
nand2b_1	2	2
mux4_2	8	8
clkbuf_8	0	10
nor3_1	2	2
ha_1	7	7
dfrtp_1	41	41
or3_1	3	3
[sequential cells by signal, indices dropped and copies added, names as in the netlist]
name         count
wptr_gr          4
w_full           1
rptr_gw          4
Dul_Ram.Ram     32
w_afull          1
r_aempty         1
rptr_gw1         4
r_data           4
wptr             4
wptr_gw_Q        4
rptr_gr_Q        4
ST               4
Dul_Ram.bd       4
wptr_gr1         4
r_empty          1
rptr             4
[worst max-delay path by stage]
stage | from | depth (start not counted) | to
final | r_re | 5 | rptr[1]
after global routing | rptr_gw[3] | 5 | Dul_Ram.Ram[3][1]
after CTS | r_re | 5 | rptr[1]
[critical path: cells and delay by family]
kind,cells,cell delay [ns]
AND/OR/NAND/NOR,2,0.56
multiplexers,1,0.30
buffers and inverters,1,0.50
AND-OR/OR-AND,1,0.29
Power and IR drop assume default switching activity.
